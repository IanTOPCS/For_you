[design/flow/run.sh]
#!/bin/bash
# OpenROAD 26Q1-2900-gdf79404cd8, Yosys 0.63+post, stock flow scripts
make -C /OpenROAD-flow-scripts/flow DESIGN_CONFIG=/design/flow/config.mk WORK_HOME=/design/flow/orfs finish
[design/flow/config.mk]
export PLATFORM = sky130hd
export DESIGN_NAME = mac
export DESIGN_NICKNAME = mac
export VERILOG_FILES = /design/flow/design.v
export SDC_FILE = /design/flow/constraint.sdc
export NUM_CORES = 4
export LEC_CHECK = 1
export CORE_UTILIZATION = 30
[design/flow/constraint.sdc]
current_design mac

set clk_period 4.2
set clk_io_pct 0.2

create_clock -name clk0 -period $clk_period [get_ports {clk}]

set non_clock_inputs [all_inputs -no_clocks]
set_input_delay [expr $clk_period * $clk_io_pct] -clock clk0 $non_clock_inputs
set_output_delay [expr $clk_period * $clk_io_pct] -clock clk0 [all_outputs]
[design/flow/design.v]
module mac(
    input logic rst, clk,
    output logic [7:0] port_A, port_B
);
    logic [3:0] cnt1, cnt2;
    logic [7:0] M, S, W;
    logic load_w, load_a, load_b;
    typedef enum logic { start = 1'd0, load = 1'd1 } state_t;
    state_t ps, ns;
    always_ff @(posedge clk) begin
        if (rst) begin
            cnt1 <= 4'd0;
            cnt2 <= 4'd0;
        end
        else begin
            cnt1 <= cnt1 + 1;
            cnt2 <= cnt2 + 1;
        end
    end
    assign M = cnt1 * cnt2;
    assign S = W + M;
    always_ff @(posedge clk) begin
        if (rst) begin
            W <= 8'd0;
        end
        else begin
            if (load_w) begin
                W <= S;
            end
        end
    end
    always_ff @(posedge clk) begin
        if (rst) begin
            port_A <= 8'd0;
        end
        else begin
            if (load_a) begin
                port_A <= W;
            end
        end
    end
    always_ff @(posedge clk) begin
        if (rst) begin
            port_B <= 8'd0;
        end
        else begin
            if (load_b) begin
                port_B <= W;
            end
        end
    end
    always_ff @(posedge clk) begin
        if (rst) begin
            ps <= start;
        end
        else begin
            ps <= ns;
        end
    end
    always_comb begin
        load_w = 0;
        load_a = 0;
        load_b = 0;
        ns = ps;
        case (ps)
            start: begin
                ns = load;
            end
            load: begin
                if (S >= 8'd10) begin
                    load_w = 1;
                end
                if (W < 8'd63) begin
                    load_a = 1;
                end
                else if (W >= 8'd63) begin
                    load_b = 1;
                end
                ns = load;
            end
        endcase
    end
endmodule
==> impl_metrics.tcl <==
# flow metrics
set metrics [dict create \
    ys_top_cells_by_area "dfxtp_1 34%, ha_1 11%, fa_1 9.3%, nor2_1 6.4%, inv_1 5.0%" \
    reg2reg_depth 12 \
    comb_area_um2 1150 \
    netlist_instances 215 \
    top_cells_by_count "33 x dfxtp_1, 33 x nor2_1, 26 x inv_1" \
    warnings 25 \
    place_hpwl_mm 2.70 \
    ys_seq_share_pct 34.2 \
    clkTransAtPathRegs_ns 0.07 \
    clk_latency_ns 0.28 \
    die_h_um 82.3 \
    setup.worst_path.end_class "flop" \
    synthArstFlopShare_pct 0 \
    totalWireLength_mm 3.66 \
    ant_nets 0 \
    leakage_nw 1.02 \
    grt_pass1_vias 1276 \
    timing.fmax_mhz 251 \
    rrSetupSlack_ns 0.22 \
    drive_above_1_share_pct 8.02 \
    h-tree-depth 2 \
    r2r_start "cnt2[2]" \
    num_antenna_cells 0 \
    clockBufferDepth 2 \
    min_to "W[4]" \
    post_drt_via_cell_ratio 4.58 \
    yosys-stat-cells 215 \
    gr-usage-all-layers_pct 12.0 \
    cts.sinks 33 \
    core_area_um2 6060 \
    grt_overflow_total 0 \
    critPathKind "reg -> reg" \
    ff_type "dfxtp_1" \
    top_area_share_pct 34.2 \
    synth-edff-count 0 \
    finalCriticalPeriod_ns 3.98 \
    drt-initial-drc-count 43 \
    yosys_area_um2 1930 \
    cts_made_buffers 5 \
    dr.pass1.iters 4 \
    die_area_um2 6770 \
    critical_path.max_fanout 6 \
    hold_depth 2 \
    seqCellArea_um2 661 \
    rows 28 \
    ys_warn_count 1 \
    status "finished clean" \
    ys_types 38 \
    p_total_mw 0.642 \
    rsz0062_at_grt "false" \
    cts_repair_resize_count 0 \
    r2r-end "W[2]" \
    setup-violations-final 0 \
    finalClockPeriodUsage_pct 94.7 \
    io_pins 18 \
    start_kind "flop" \
    finalSetupTns_ns 0 \
    hold_start "W[4]" \
    grt_max_degree 30 \
    max-cap-violations 0 \
    io_buffers 17 \
    worstMarginPinSlew_ns 0.425 \
    ys_seq_elements 33 \
    vias 1429 \
    area_delta_synth_final_pct 18.1 \
    finalHoldViolCount 0 \
    syn-cell-area_um2 1930 \
    antenna_found_initial 0 \
    wl_per_cell_um 11.7 \
    cp.arrival_ns 4.15 \
    gp_congestion 0.808 \
    avgSynthCellArea_um2 9.00 \
    skew_ns 0.00169 \
    drc_errors 0 \
    slew_headroom_pct 71.6 \
    crit_required_ns 4.37 \
    power_density_nw_per_um2 281 \
    min_path_type "reg -> reg" \
    drv_slew 0 \
    synth.largest_area_cell "dfxtp_1" \
    fill_cells 599 \
    cts_tree "done" \
    root_buffer "clkbuf_8" \
    grt_first_pass_wirelength_mm 6.04 \
    die_x_um 82.3 \
    fp-utilization_pct 31.9 \
    vdd_ir_drop_max_uv 239 \
]
-- worst max-delay path, stage by stage (launching register included) --
cell and delay [ns]:
dfxtp_1 0.41, nand2_1 0.10, fa_1 0.49, fa_1 0.51, fa_1 0.51, inv_1 0.04, ha_1 0.34, and2b_1 0.20
o21ai_2 0.14, xnor2_1 0.11, or3_4 0.40, o31ai_4 0.30, mux2_4 0.33
-- power by group --
group          internal (mW)  total [mW]  switching, mW
clock                  0.115       0.227          0.113
combinational         0.0371      0.0814         0.0443
sequential             0.322       0.333         0.0114
-- registers in the layout, indices dropped and copies added (netlist names) --
register,cells
W,8
port_A,8
port_B,8
cnt1,4
cnt2,4
ps,1
-- per-stage QoR --
stage	cell area [um^2]	hold WS, ns	cells	util, %	setup WS, ns
after global placement	2190	0.447	303	36.2	0.211
after CTS	2280	0.467	311	37.6	0.135
after global routing	2280	0.495	312	37.7	0.0194
after detailed placement	2190	0.458	303	36.2	0.152
final	2280	0.460	312	37.7	0.224
after floorplan	1930	0.429	215	-	0.239
-- final cells by class --
type / count / share of cell area, %
clock buffers: 6 / 3.18
clock inverters: 2 / 0.438
inverters: 26 / 4.27
multi-input cells: 149 / 50.3
flip-flops and latches: 33 / 28.9
well taps: 75 / 4.11
repair buffers: 21 / 8.76
-- cell families (layout without fill, tap and decap cells) --
logic type	after synthesis	after routing	share of synthesized area, %
simple gates	77	77	19.6
xor+xnor	10	10	4.53
mux	11	11	6.21
fa+ha+maj	26	26	20.3
flops	33	33	34.2
compound gates	25	25	8.80
buf+inv	33	55	6.40
-- timing repair --
item,in CTS,in global routing
buffers inserted,0,1
hold endpoints to repair,0,0
endpoints found under the setup margin,0,5
hold buffers,0,0
-- layout by cell type (no fill, tap or decap), types with 2 or more instances in the layout --
cell	instances
dfxtp_1	33
nor2_1	33
inv_1	26
ha_1	17
clkdlybuf4s50_1	17
nand2_1	13
and2_1	12
a21oi_1	10
mux2i_1	9
fa_1	9
xnor2_1	7
clkbuf_8	5
o21ai_0	4
buf_4	4
xor2_1	3
nor2b_1	3
or2_1	2
nor3b_1	2
mux2_4	2
a22oi_1	2
and3_1	2
nand3_1	2
clkinv_2	2
-- how the worst max path moves through the flow --
stage	from	endpoint	slack [ns]
after CTS	cnt2[2]	W[3]	0.14
final	cnt2[2]	W[2]	0.22
after global routing	cnt1[1]	W[4]	0.02
-- metal layers --
| layer | share of wire [%] | global-route usage (%) | vias up |
|---|---|---|---|
| met5 | 0 | 0 | - |
| met4 | 1.6 | 1.75 | 0 |
| met3 | 3.3 | 2.23 | 5 |
| met2 | 42 | 18.1 | 23 |
| met1 | 53 | 18.5 | 666 |
| li1 | - | - | 735 |
Power figures rest on the tool's default switching activity, not on a simulated workload.
