==> design/flow/design.v <==
module simplePipe (
    input logic rst, clk,
    input logic [3:0] A, B, C, D, E,
    output logic [3:0] y
);
    logic [3:0] sum_, sum_r, sub_, sub_r, e_, e_r;
    assign sum_ = A+B;
    assign sub_ = C-D;
    assign e_ = E;
    always_ff @(posedge clk) begin
        if (rst) begin
            sum_r <= 0;
            sub_r <= 0;
            e_r <= 0;
        end
        else begin
            sum_r <= sum_;
            sub_r <= sub_;
            e_r <= e_;
        end
    end
    logic [3:0] afterAnd_, afterAnd_r, e_rr;
    assign afterAnd_ = sum_r & sub_r;
    always_ff @(posedge clk) begin
        if (rst) begin
            e_rr <= 0;
            afterAnd_r <= 0;
        end
        else begin
            e_rr <= e_r;
            afterAnd_r <= afterAnd_;
        end
    end
    assign y = afterAnd_r | e_rr;
endmodule
==> design/flow/run.sh <==
#!/bin/bash
# OpenROAD 26Q1-2900-gdf79404cd8, Yosys 0.63+post, stock flow scripts
make -C /OpenROAD-flow-scripts/flow DESIGN_CONFIG=/design/flow/config.mk WORK_HOME=/design/flow/orfs finish
==> design/flow/config.mk <==
export PLATFORM = sky130hd
export DESIGN_NAME = simplePipe
export DESIGN_NICKNAME = simplePipe
export VERILOG_FILES = /design/flow/design.v
export SDC_FILE = /design/flow/constraint.sdc
export NUM_CORES = 4
export LEC_CHECK = 1
export CORE_AREA = 10 10 83 83
export DIE_AREA = 0 0 93 93
==> design/flow/constraint.sdc <==
current_design simplePipe

set clk_period 2.4
set clk_io_pct 0.2

create_clock -name clk0 -period $clk_period [get_ports {clk}]

set non_clock_inputs [all_inputs -no_clocks]
set_input_delay [expr $clk_period * $clk_io_pct] -clock clk0 $non_clock_inputs
set_output_delay [expr $clk_period * $clk_io_pct] -clock clk0 [all_outputs]
==> results.txt <==
run results: status completed, Max Used Layer met3, Seq/Total Area, Yosys between 50% and 60%, dpl hpwl ~1200 um, wire per inst 8.256 um, antenna viol nets, final 0, Worst-Margin Slew between 200 and 250 ps, Top cell excl fill/tap clkdlybuf4s50_1, met2 routed WL ~620 um, # IOs 26, post-synth cell types 18, total CTS buffers 3, Vias 538, final hold vios 0, placed instance count approximately 170, CP Buf/Inv Count 1, die area 0.008649 mm^2, CTS Sinks 20, count of tool warnings 25, synthesized area ~800 um^2, gr ovfl total 0, final wirelength around 1400 um, cell family with most CP delay buffers and inverters, setup_tns 0 ps, Pins Over Slew Limit 0, Die Height 93 um, TritonCTS clock tree yes, Setup Buffers After CTS 0, Worst Path Arrival 1240 ps, Pleak about 0.47 nW, slack of the critical path approximately 680 ps, DR vias/cell roughly 3.1, number of antenna diodes 0, dpl ws 514.4 ps, CP max stage cell clkdlybuf4s50_1, Worst EP required ~1900 ps, critical path launch point type flop, die width just over 90 um, Max-cap violations 0, PwrDens between 600 and 700 mW/mm^2, drt first pass iters 4, Worst path max stage delay roughly 420 ps, Syn Inst Count ~74, Tcrit/Tclk final between 70% and 80%, CP cell instances or2_2 > clkdlybuf4s50_1, CP max FO 1, RSZ-0062 raised after global routing false, Rel. slew slack 84.84%, # Cells Yosys about 74, Synth flops 20, number of gates resized after cts 0, site row count 26, Port-buffer cells 25, crit end category output port, Hold Path Class reg -> reg, DRT met1 WL ~680 um, Total GRT Usage ~3.2%, routed length on met3 ~120 um, worst vdd ir between 0.2 and 0.3 mV, H-tree Lvls 1, antenna violations before repair 0, 1st-iter DRT viols 13, vias in the first global route ~520, hold_buf cts 0, Post-route DRC 0, final std cells w/o fill between 150 and 200, most instantiated logic cells after routing 25 x clkdlybuf4s50_1, 20 x dfxtp_1, 11 x nor2b_1, Syn Area/Cell 10.50 um^2, area grow syn2layout 50.24%, largest net degree at the start of global routing 21, Late-Pin Clk Latency 250 ps, Tmin final 1721 ps, layout cell share with drive strength beyond 1 a little under 8%, clk slew on worst S/H paths approximately 70 ps, Yosys chip area approximately 780 um^2, core area 0.005140 mm^2, setup violators final 0, global-route wire length before repair 2249 um, clk buf depth 2, FMAX 581.1 MHz, Clock Skews a little over 2 ps, clk root buf clkbuf_8, GPL Wtd Cong just under 0.7, Synthesis Warnings 1, Crit Path Class reg -> out, Initial Util roughly 15%
[per-layer routing]
metal	track usage, %	vias up
met5	0	-
met4	0.1285	0
met3	1.777	0
met2	5.140	18
met1	3.923	233
li1	-	287
[worst min-delay path, stage by stage, from the launching register on]
cell,delay [ps]
dfxtp_1,300
nand2_1,50
nor2_1,30
[flip-flops by register name, indices dropped and copies added, names as in the netlist]
signal and flops:
afterAnd_r 4, sub_r 4, sum_r 4, e_rr 4, e_r 4
[worst paths after layout]
path / cells after the start / from / slack (ps) / endpoint
worst max-delay path: 2 / e_rr[0] / 680 / y[0]
worst min register to register: 2 / sub_r[2] / 410 / afterAnd_r[2]
worst min-delay path: 2 / sub_r[2] / 410 / afterAnd_r[2]
worst max register to register: 1 / e_r[2] / 1880 / e_rr[2]
[final cells by class]
type / count / area (um^2)
sequential: 20 / 400.4
timing repair buffer: 26 / 257.7
fill: 586 / 3973
inverter: 4 / 15.01
multi-input combinational: 48 / 351.6
tap: 70 / 87.58
clock buffer: 4 / 55.05
[metrics by stage]
step	instance area, um^2	hold slack (ps)	total power [W]	util, %
floorplan	777.0	395.2	0.0004175	-
global placement	1112	407.3	0.0004741	21.64
detailed placement	1112	406.8	0.0004750	21.64
CTS	1167	418.9	0.0007218	22.71
global route	1167	445.1	0.0007459	22.71
finish	1167	414.2	0.0007072	22.71
[cell usage after synthesis]
master | count | area (um^2)
a21o_1 | 1 | 7.510
a21oi_1 | 3 | 15.01
a21oi_2 | 1 | 8.760
buf_2 | 2 | 10.01
dfxtp_1 | 20 | 400.4
fa_1 | 2 | 40.04
ha_1 | 6 | 75.07
inv_1 | 4 | 15.01
nand2_1 | 4 | 15.01
nand3_1 | 3 | 15.01
nand3b_1 | 1 | 7.510
nor2_1 | 7 | 26.28
nor2b_1 | 11 | 68.82
nor3b_2 | 1 | 12.51
or2_1 | 3 | 18.77
or2_2 | 1 | 6.260
xnor2_1 | 2 | 17.52
xor2_1 | 2 | 17.52
[power by group]
group | internal (W) | total, W | switching (W)
Clock | 0.000145 | 0.000243 | 0.0000971
Combinational | 0.0000684 | 0.000106 | 0.0000374
Sequential | 0.000354 | 0.000359 | 0.00000475
Total | 0.000568 | 0.000707 | 0.000139
[logic make-up (layout without fill, tap and decap cells)]
| group | count (synthesis) | count (layout) | synth area share (%) |
|---|---|---|---|
| adders and majority gates | 8 | 8 | 14.81 |
| buffers and inverters | 6 | 34 | 3.220 |
| xor gates and xnor gates | 4 | 4 | 4.510 |
| AOI/OAI and AO/OA | 5 | 5 | 4.026 |
| DFF | 20 | 20 | 51.53 |
| and+or+nand+nor | 31 | 31 | 21.90 |
Power figures rest on the tool's default switching activity, not on a simulated workload.
