===== /design/flow/design.v =====
`timescale 1ns/100ps
module clock_divider(
    input logic clk,
    input logic rst,
	input logic [31:0] DIVISOR,
    output logic clk_out
);
    logic [32:0] counter;
    always_ff @(posedge clk or posedge rst) begin
        if (rst) begin
            counter <= 0;
            clk_out <= 0;
        end else begin
            if (counter == (DIVISOR - 1)) begin
                counter <= 0;
                clk_out <= ~clk_out;
            end else begin
                counter <= counter + 1;
            end
        end
    end
endmodule

===== /design/flow/run.sh =====
#!/bin/bash
# OpenROAD 26Q1-2900-gdf79404cd8, Yosys 0.63+post, stock flow scripts
make -C /OpenROAD-flow-scripts/flow DESIGN_CONFIG=/design/flow/config.mk WORK_HOME=/design/flow/orfs finish

===== /design/flow/constraint.sdc =====
current_design clock_divider

set clk_period 6.9
set clk_io_pct 0.2

create_clock -name clk0 -period $clk_period [get_ports {clk}]

set non_clock_inputs [all_inputs -no_clocks]
set_input_delay [expr $clk_period * $clk_io_pct] -clock clk0 $non_clock_inputs
set_output_delay [expr $clk_period * $clk_io_pct] -clock clk0 [all_outputs]

===== /design/flow/config.mk =====
export PLATFORM = sky130hd
export DESIGN_NAME = clock_divider
export DESIGN_NICKNAME = clock_divider
export VERILOG_FILES = /design/flow/design.v
export SDC_FILE = /design/flow/constraint.sdc
export NUM_CORES = 4
export LEC_CHECK = 1
export CORE_UTILIZATION = 50

==> flow_metrics.py <==
# Auto-generated metrics
metrics = {
    "timing": {
        "fin_worst_skew_ns": 0.00802,
        "fin_crit_ns": 4.80,
        "tns_ns": 0,
        "setup_viol": 0,
        "finalCritPeriodShare": 0.695,
        "finalMaxSlewViolations": 0,
        "relSlewSlack": 0.602,
        "max_freq_mhz": 208,
        "grt_setup_unrepaired": "false",
        "hold_violations": 0,
        "tightest_slew_ns": 0.591,
    },
    "floorplanning": {
        "die_w_um": 75.3,
        "chipArea_um2": 5670,
        "io_pins": 35,
        "coreArea_um2": 5140,
        "die_h_um": 75.3,
        "fp_util": 0.522,
        "rows": 26,
    },
    "final_layout": {
        "comb_area_um2": 1760,
        "fillCellCount": 483,
        "area_growth_pct": 18.6,
        "drive_above_1_share": 0.0486,
        "postLayoutCoreUtil": 0.620,
        "flop_area_um2": 851,
    },
    "cts": {
        "cts_tree": "built",
        "clock-sinks": 34,
        "cts_hold_buf": 0,
        "cts_htree_levels": 2,
        "clk_path_buf_depth": 2,
        "root_buffer": "clkbuf_8",
        "clock_latency_ns": 0.28,
        "clk_pin_slew_worst_paths_ns": 0.07,
        "postCtsSetupRepairBufs": 0,
        "ctsResizeCount": 0,
        "cts_inserted_buffers": 5,
    },
    "synth": {
        "synth_area_leader_cell": "dfrtp_1",
        "synth_top_area_share": 0.317,
        "topCellsByArea": "dfrtp_1, xnor2_1, xor2_1",
        "yosysCellCount": 317,
        "synth.cellmix.simpleShare": 0.307,
        "common_cells": "nor2_1, xnor2_1, dfrtp_1, xor2_1",
        "most_common_cell": "nor2_1",
        "edf_count": 0,
        "logic_family": "simple AND/OR/NAND/NOR gates",
        "aoi_share": 0.0713,
        "yosys_area_um2": 2690,
        "synth_warnings": 1,
        "fa_ha_area_frac": 0.00932,
        "synthMuxAreaShare": 0,
        "xor_area_frac": 0.267,
        "postSynthAreaPerCell_um2": 8.47,
        "ys.flop_type": "dfrtp_1",
        "async_flop_share": 1.00,
        "syn_area_um2": 2690,
        "ys_seq_frac": 0.317,
        "synthCells": 317,
        "synth_cell_types": 44,
        "numSynthFlops": 34,
    },
    "route": {
        "first_iter_violations": 120,
        "avgViaCountPerCell": 5.43,
        "routed_wl_mm": 5.99,
        "drt-wirelength-per-cell_um": 14.3,
        "antenna_left": 0,
        "first_pass_iters": 4,
        "route.detailed.drc": 0,
        "num_vias": 2282,
        "diodes": 0,
    },
    "run": {
        "warning_count": 26,
        "drv_cap": 0,
    },
    "pwr": {
        "ir_drop_mv": 0.207,
        "powerDensity_nw_per_um2": 135,
        "p_leak_nw": 1.17,
    },
    "worst_hold_path": {
        "hold_class": "flip-flop to flip-flop",
    },
    "grt": {
        "grt_overflow_total": 0,
        "antenna_found_initial": 0,
        "grt_pass1_vias": 2029,
        "gr-usage-all-layers": 0.233,
        "grt_max_degree": 35,
        "grt_pass1_wl_mm": 9.63,
    },
    "critical_path": {
        "cp.arrival_ns": 5.01,
        "cp_cell_sequence": "clkdlybuf4s50_1 > inv_1 > ha_1 > or3b_1 > nor3_2 > nand4_1 > or3b_1 > a211o_1 > a2111oi_4 > buf_4 > xor2_1",
        "end_kind": "flip-flop",
        "cp_common_cell": "or3b_1",
        "cpMaxStageDelayCell": "or3b_1",
        "path_class": "input pin to flip-flop",
        "crit_fanout": 34,
        "startpoint_type": "input pin",
        "crit_required_ns": 7.11,
        "max_stage_delay_ns": 0.52,
    },
    "outcome": {
        "outcome": "complete, no violations",
    },
    "place": {
        "portBuffers": 34,
        "place_hpwl_mm": 4.62,
        "gp_congestion": 0.911,
    },
}
sequential cells by signal, summed over array words and instances, names as in the netlist:
register	flops
clk_out	1
counter	33
cell usage in the layout (no fill, tap or decap), types with 6 or more instances in the layout:
master,n
nor2_1,53
xnor2_1,49
dfrtp_1,34
clkdlybuf4s50_1,34
xor2_1,33
nand2_1,17
nand3_1,17
nor3_1,16
nand4_1,12
nor4_1,10
or3_1,9
clkbuf_8,8
inv_1,6
per-layer routing:
metal  share of wire  GRT usage  vias up
met5               0          0        -
met4           0.011     0.0206        0
met3           0.063     0.0448        5
met2            0.40      0.320       48
met1            0.52      0.409     1053
li1                -          -     1176
kinds of logic (layout without fill, tap and decap cells):
family / after synthesis / count (layout)
xor+xnor: 82 / 82
flops: 34 / 34
buf+inv: 17 / 50
fa+ha+maj: 2 / 2
compound gates: 23 / 23
simple gates: 159 / 159
power by group:
group,switching [W],internal [W]
sequential,0.000000000664,0.000199
clock,0.0000674,0.000101
combinational,0.0000293,0.0000318
final cells by class:
cell class	count	share of cell area
Inverter	6	0.00707
Multi-Input combinational cell	266	0.552
Timing Repair Buffer	36	0.112
Tap cell	70	0.0275
Clock buffer	8	0.0346
Sequential cell	34	0.267
through the flow:
| stage | power, W | area (um^2) | setup WS (ns) | std cells | hold WS [ns] |
|---|---|---|---|---|---|
| 2_1_floorplan | 0.000232 | 2690 | 2.63 | 317 | 0.420 |
| 3_3_place_gp | 0.000264 | 3080 | 1.85 | 412 | 0.460 |
| 3_5_place_dp | 0.000264 | 3080 | 1.82 | 412 | 0.460 |
| 4_1_cts | 0.000434 | 3190 | 2.13 | 420 | 0.478 |
| 5_1_grt | 0.000445 | 3190 | 1.92 | 420 | 0.492 |
| 6_report | 0.000428 | 3190 | 2.10 | 420 | 0.479 |
critical path, delay by kind of cell:
kind | cells | cell delay (ns)
simple gates | 4 | 1.61
buf+inv | 3 | 0.94
compound gates | 2 | 0.69
fa+ha+maj | 1 | 0.20
xor+xnor | 1 | 0.17
final timing paths:
kind,startpoint,to,slack [ns],cells past startpoint
hold / removal,clk_out,clk_out,0.48,1
max in group asynchronous,rst,counter[25],5.09,3
min in group asynchronous,rst,counter[12],1.51,3
hold reg to reg,clk_out,clk_out,0.48,1
setup reg to reg,counter[18],clk_out,4.04,9
setup / recovery,DIVISOR[0],clk_out,2.10,11
Power is estimated from default activity; no workload was simulated.
